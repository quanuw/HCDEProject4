$ cat design/flow/design.v
module BitSampleCount(output SROut,
                        output idEnable,
                        input enable,
                        input clk,
                        input rst);
    reg [3:0] count;
    reg startFlag;
    reg id;
    reg SRControl;
    always @(posedge clk) begin
        if (!rst) begin
            count <= 4'b000;
            SRControl <= 1'b0;
            id <= 1'b0;
        end else begin
            if (enable == 0 && ~startFlag) begin
                startFlag <= 1'b1;
                SRControl <= 0;
                id <= 0;
            end else if (startFlag && (count < 4'b1111)) begin
                startFlag <= 1'b1;
                count <= count + 1;
                if (count == 4'b0111) begin
                    SRControl <= 1'b1;
                end else if (count == 4'b1111) begin
							startFlag <= 1'b0;
					 end else begin
                    SRControl <= 1'b0;
                end
            end else begin
                SRControl <= 1'b0;
                id <= 1'b1;
                count <= 4'b0000;
                startFlag <= 1'b0;
            end
        end
    end
    assign idEnable = id;
    assign SROut = SRControl;
endmodule
$ cat design/flow/run.sh
#!/bin/bash
# OpenROAD 26Q1-2900-gdf79404cd8, Yosys 0.63+post, stock flow scripts
make -C /OpenROAD-flow-scripts/flow DESIGN_CONFIG=/design/flow/config.mk WORK_HOME=/design/flow/orfs finish
$ cat design/flow/config.mk
export PLATFORM = sky130hd
export DESIGN_NAME = BitSampleCount
export DESIGN_NICKNAME = BitSampleCount
export VERILOG_FILES = /design/flow/design.v
export SDC_FILE = /design/flow/constraint.sdc
export NUM_CORES = 4
export LEC_CHECK = 1
export CORE_AREA = 10 10 70 70
export DIE_AREA = 0 0 80 80
$ cat design/flow/constraint.sdc
current_design BitSampleCount

set clk_period 1.4
set clk_io_pct 0.2

create_clock -name clk0 -period $clk_period [get_ports {clk}]

set non_clock_inputs [all_inputs -no_clocks]
set_input_delay [expr $clk_period * $clk_io_pct] -clock clk0 $non_clock_inputs
set_output_delay [expr $clk_period * $clk_io_pct] -clock clk0 [all_outputs]
==> run notes <==
Summary of implementation figures.

Worst setup path
The worst setup path is launched from a flop. The cell family with the largest share of critical-path delay is buffers and inverters. In this run the critical path is formed by clkdlybuf4s50_1.

The slowest stage cell on the critical path is sky130_fd_sc_hd__clkdlybuf4s50_1. Looking at the critical path, the highest net fanout was 2. The data required time reported for the critical path is 1.12 ns. Together, buffers and inverters on the worst path number 1.

For this run, the slowest stage of the critical path takes 0.46 ns. In the setup report, the worst path falls into the class flop to output port. The worst setup path is captured at an output port.

STA shows the worst reg2reg path with a cell count of 4. All stages included, the depth of the critical timing path comes to 1. Data arrives at the worst endpoint at 1.04 ns.

Clocking
The post-CTS setup repair buffer count is 0. In this run the number of H-tree levels came out at 1. TritonCTS built the clock tree. The clock net sink count is 7. In this run, post-CTS repair resized a total of 0 instances. The timing report gives the clock slew at the launch and capture registers of the worst setup and hold paths as 0.05 ns.

The maximum buffer depth of the clock tree is 2. The clock latency of the later-clocked register in the worst-skew pair is 0.25 ns. In this run, CTS created clock tree buffers numbering 3.

The post-CTS hold buffer count recorded in the log is 0. The cell sitting at the root of the clock tree is a sky130_fd_sc_hd__clkbuf_4.

Yosys
The synthesis report lists the most area-consuming cells as sky130_fd_sc_hd__dfxtp_1 (38%), sky130_fd_sc_hd__edfxtp_1 (9.6%), sky130_fd_sc_hd__nand2_1 (8.4%), sky130_fd_sc_hd__nand3_1 (4.8%), sky130_fd_sc_hd__o21ai_0 (4.8%). The synthesized design contains 7 register bits. The yosys cell count is 34. The number of cells produced by synthesis is 34.

The portion of synthesized cell area occupied by the leading cell type is 0.3840. The count of distinct cell types in the synthesized netlist is 18. Counting the warning lines in the Yosys log gives 1. The post-synthesis average cell area is 9.200 µm². The sequential fraction of the synthesis area is 0.4800. sky130_fd_sc_hd__dfxtp_1 takes more of the synthesized area than any other cell.

The synthesis area per yosys is 312.8 µm². After synthesis the cells add up to 312.8 µm².

Finish
The core occupancy in the finished layout is 0.1267. The layout report lists the combined flip-flop and latch area as 150.1 µm². Summing all multi-input logic gate instances after layout gives 151.4 µm². The final layout report lists a filler cell count of 389. The area added between synthesis and finish is 38.40%. Per the cell usage report, the commonest logic cells after layout are sky130_fd_sc_hd__nand2_1 (7), sky130_fd_sc_hd__dfxtp_1 (6), sky130_fd_sc_hd__clkdlybuf4s50_1 (4). The proportion of layout cells with a drive suffix above 1 is 0.1463. The final non-filler cell area is 432.9 µm². Among logic cells in the layout, the one with the most instances is sky130_fd_sc_hd__nand2_1.

Routing
The count of routing violations after the opening detailed-route iteration is 21. The script logs the ratio of routed vias to standard cells as 3.172. The pre-antenna-repair detailed-routing pass consisted of 4 iterations.

The remaining design rule violation count is 0. The routed design shows a wire length per standard cell of 6.931 µm. Antenna repair during routing inserted a diode count of 0. For this block, the via count after detailed routing is 276.

The number of antenna-violating nets in the routed design is 0. The routed wire length is 603 µm.

Die
In the floorplan report the effective utilization is 0.09158. The row count is 21. The die extent in y is 80 µm.

The floorplan step defined a die boundary enclosing 6400 µm². The count of boundary I/O pins is 5. The region available for standard cell placement spans 3416 µm². Measured along the x axis, the die boundary spans 80 µm.

GRT
The number of antenna violations at the first check in global routing is 0. The number of global-route vias before repair is 245. The remaining global-route overflow is 0. The combined global-route utilization of all metal layers is 0.01857. The wire length of the first global-routing pass is 1000 µm. The maximum number of pins on one net before global-route repair is 11.

Timing
Measured against its own limit, the worst slew margin works out to 0.7772. The final timing summary puts the cycle share of the worst path at 0.9447. The number of hold violations in the final report is 0. Static timing analysis puts the maximum clock frequency at 756.1 MHz.

The clock arrives with 0.003116 ns of skew. The summed negative setup slack over all endpoints is 0 ns. Pins over their slew limit in the final report were tallied at 0. Setup repair after global routing left no endpoint under its margin.

The final timing report counts setup violations totalling 0. The worst hold-check slack is 0.5068 ns. Looking at the max-slew report, the worst-margin pin has a slew of 0.3331 ns. The post-layout minimum cycle time is 1.323 ns.

Min path
The path type of the worst min-delay path is flop to flop. The number of cells on the worst hold path is listed as 1.

Placement
The count of input and output buffers is 4. According to the dpl log, the detail-placed design has an HPWL of 431.6 µm. The final weighted congestion in routability-driven placement is 0.7538. The placement-stage cell area is 406.6 µm².

Power and ir drop
The leakage power in the latest report is 0.1462 nW. The overall power consumption is 0.0004392 W. The worst-case IR drop observed on VDD is 0.1428 mV. In this run the power density over the cells is 1014 nW/µm².

Status
The run finished with clean final reports.

Flow run
The number of OpenROAD warnings is 25. The max-capacitance violation count is 0.
## Yosys cell counts
master	n
sky130_fd_sc_hd__a21oi_1	1
sky130_fd_sc_hd__a31oi_1	1
sky130_fd_sc_hd__and4b_1	1
sky130_fd_sc_hd__clkbuf_1	1
sky130_fd_sc_hd__dfxtp_1	6
sky130_fd_sc_hd__edfxtp_1	1
sky130_fd_sc_hd__ha_1	1
sky130_fd_sc_hd__inv_1	2
sky130_fd_sc_hd__nand2_1	7
sky130_fd_sc_hd__nand2b_1	1
sky130_fd_sc_hd__nand3_1	3
sky130_fd_sc_hd__nor2_2	1
sky130_fd_sc_hd__nor2b_1	1
sky130_fd_sc_hd__nor4b_2	1
sky130_fd_sc_hd__o21ai_0	3
sky130_fd_sc_hd__o221a_2	1
sky130_fd_sc_hd__o22ai_1	1
sky130_fd_sc_hd__o311a_1	1
## sequential cells by signal (all words and copies together) (netlist names)
| signal | count |
|---|---|
| SRControl | 1 |
| startFlag | 1 |
| count | 4 |
| id | 1 |
## power by group
group / switching (W) / internal (W) / leakage (nW)
Clock: 0.0000747 / 0.000109 / 0.0150
Combinational: 0.0000156 / 0.0000184 / 0.0731
Sequential: 0.00000879 / 0.000213 / 0.0582
Total: 0.0000990 / 0.000340 / 0.146
## worst paths after layout
kind	startpoint	end	slack [ns]
worst min-delay path	count[3]	SRControl	0.51
worst max register to register	count[0]	startFlag	0.22
worst max-delay path	id	idEnable	0.08
worst min register to register	count[3]	SRControl	0.51
## cells by family after synthesis
| group | after synthesis | synth area share |
|---|---|---|
| and+or+nand+nor | 15 | 0.2720 |
| buffers and inverters | 3 | 0.03600 |
| adders and majority gates | 1 | 0.03999 |
| AOI/OAI and AO/OA | 8 | 0.1720 |
| DFF | 7 | 0.4800 |
## area by class of cell
cell class,instances,share of cell area
Clock buffer,4,0.06069
Inverter,2,0.01734
Multi-Input combinational cell,24,0.3497
Sequential cell,7,0.3468
Tap cell,46,0.1329
Timing Repair Buffer,4,0.09249
## routing by layer
layer | routed length [µm] | GRT usage
met5 | 0 | 0
met4 | 42 | 0.01585
met3 | 88 | 0.007955
met2 | 218 | 0.02247
met1 | 253 | 0.02410
## stage by stage
stage | std cells | setup slack, ns
3_5_place_dp | 83 | 0.08203
3_3_place_gp | 83 | 0.08444
2_1_floorplan | 34 | 0.3386
4_1_cts | 87 | 0.06337
5_1_grt | 87 | 0.02616
6_report | 87 | 0.07742
Power is estimated from default activity; no workload was simulated.
