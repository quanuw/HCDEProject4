**./config.mk**
```make
export PLATFORM = sky130hd
export DESIGN_NAME = SI_PO_ShiftReg
export DESIGN_NICKNAME = SI_PO_ShiftReg
export VERILOG_FILES = /design/flow/design.v
export SDC_FILE = /design/flow/constraint.sdc
export NUM_CORES = 4
export LEC_CHECK = 1
export CORE_AREA = 10 10 70 70
export DIE_AREA = 0 0 80 80
```
**./constraint.sdc**
```tcl
current_design SI_PO_ShiftReg

set clk_period 1.2
set clk_io_pct 0.2

create_clock -name clk0 -period $clk_period [get_ports {clk}]

set non_clock_inputs [all_inputs -no_clocks]
set_input_delay [expr $clk_period * $clk_io_pct] -clock clk0 $non_clock_inputs
set_output_delay [expr $clk_period * $clk_io_pct] -clock clk0 [all_outputs]
```
**./design.v**
```verilog
module SI_PO_ShiftReg (clk, SRControl, rst, SI, PO); 
	input  clk, rst, SI, SRControl; 
	output [7:0] PO; 
	reg [9:0] tmp; 
	always @(posedge clk) 
	begin
		if (!rst) begin
			tmp = 10'bz;
		end else if (SRControl) begin
			tmp = {tmp[8:0], SI};  
		end
	end 
	assign PO = tmp[8:1];
endmodule 
```
**./run.sh**
```bash
#!/bin/bash
# OpenROAD 26Q1-2900-gdf79404cd8, Yosys 0.63+post, stock flow scripts
make -C /OpenROAD-flow-scripts/flow DESIGN_CONFIG=/design/flow/config.mk WORK_HOME=/design/flow/orfs finish
```
==> impl_summary.log <==
[flow] final metrics
INFO  metric ys_area = around 340 sq um
INFO  metric yosysSeqAreaShare = 80.3%
INFO  metric cts_tree = done
INFO  metric hold_class = reg -> reg
INFO  metric detail_routed_net_length_per_standard_cell = 7.21 microns
INFO  metric critPathLaunchType = flop
INFO  metric clock_tree.htree_level_count = 1
INFO  metric critical_path_arrival = 890 ps
INFO  metric max_slew.worst_pin.slew = 111 ps
INFO  metric first_pass_grt_wire_length = between 800 and 900 microns
INFO  metric clk_transition_reported_paths = around 60 ps
INFO  metric netlist_top_cells_area = sky130_fd_sc_hd__edfxtp_1, sky130_fd_sc_hd__buf_4, sky130_fd_sc_hd__nand2b_1
INFO  metric grt_start_max_net_pins = 10
INFO  metric stage_log_warnings = 25
INFO  metric cell_internal_pwr = 0.580 mW
INFO  metric cts_sinks = 9
INFO  metric run_status = finished clean
INFO  metric synth_cell_types = 3
INFO  metric synthesis.area = 337 sq um
INFO  metric cts_root_buf = sky130_fd_sc_hd__clkbuf_4
INFO  metric synth-warning-count = 2
INFO  metric syn_inst = 18
INFO  metric cellPowerDensity = 1380 mW/mm^2
INFO  metric worst_r2r_path_depth = 1
INFO  metric ys_cells = 18
INFO  metric netlist.top_cell.by_area = sky130_fd_sc_hd__edfxtp_1
INFO  metric diodes = 0
INFO  metric yosys.cell_count.top_type = sky130_fd_sc_hd__edfxtp_1
INFO  metric die_w = 80 microns
INFO  metric grt_setup_unrepaired = no
INFO  metric detail_route.drc_violations = 0
INFO  metric routed_via_density = roughly 2.2
INFO  metric avgSynthCellArea = 18.7 sq um
INFO  metric ctsHoldBuffers = 0
INFO  metric power.ir.vdd_worst = 488 uV
INFO  metric fp.coreArea = around 0.0034 sq mm
INFO  metric timing.critical_path.cells = dlygate4sd2_1
INFO  metric worst_path_dominant_cell_family = flip-flops
INFO  metric endpoints_failing_hold = 0
INFO  metric die_height = 80 microns
INFO  metric detail_route.iter0.violations = 5
INFO  metric gp_congestion = 0.736
INFO  metric wp_data_required = 960 ps
INFO  metric synthFlopType = sky130_fd_sc_hd__edfxtp_1
INFO  metric crit_cells = 1
INFO  metric detailedPlace.worstSlack = -59.3 ps
INFO  metric port_buffers = 11
INFO  metric biggest_fanout_along_the_worst_timing_path = 2
INFO  metric switching_power = 0.129 mW
INFO  metric clock_latency = 260 ps
INFO  metric route.final.wire_length = 548 microns
INFO  metric cp-end-kind = primary output
INFO  metric post_synth_most_frequent_cells = sky130_fd_sc_hd__edfxtp_1, sky130_fd_sc_hd__buf_4, sky130_fd_sc_hd__nand2b_1
INFO  metric area_growth = 52.4%
INFO  metric slew_headroom = 92.6%
INFO  metric fin_crit = 1130 ps
INFO  metric globalRouteOverflowTotal = 0
INFO  metric final_antenna_net_count = 0
INFO  metric synthDominantCellAreaShare = 80.3%
INFO  metric power.sequential.fraction = 56.9%
INFO  metric total_leakage_power = 0.191 nW
INFO  metric antenna_violations_before_repair = 0
INFO  metric worst_hold_path.num_cells = 0
INFO  metric die_area = 0.00640 sq mm
INFO  metric ys_seq_elements = 9
INFO  metric first_global_vias = 170
INFO  metric numCtsBuffers = 3
INFO  metric grt_util_all_layers = under 10%
INFO  metric critical_path_class = reg -> out
INFO  metric path_buffers = 1
INFO  metric power.switching_fraction = 18.2%
INFO  metric postLayoutSetupSlackWorst = 70.4 ps
INFO  metric hold_ws = 419 ps
INFO  metric min_period_over_period = 94.1%
INFO  metric finalMaxSlewViolations = 0
INFO  metric critPathSlowestCell = sky130_fd_sc_hd__edfxtp_1
INFO  metric max-clock-path-buffers = 2
INFO  metric max_cap_viol_count = 0
INFO  metric row_count = 21
INFO  metric slowest_delay = 380 ps
INFO  metric ioPinCount = 12
INFO  metric setup_skew = roughly 5.8 ps
INFO  metric enable_flop_cells = 9
INFO  metric pwr-share-clk = between 30% and 40%
INFO  metric postSynth.asyncResetShare = 0%
INFO  metric number_of_flip_flops_under_the_largest_register_name = 9
INFO  metric vias = 165
INFO  metric comb_power_share = 11.1%
INFO  metric drive_gt1_share = 26.7%
INFO  metric nFillCells = 384
INFO  metric first_pass_iters = 2
INFO  metric maxClockFrequency = 885 MHz
INFO  metric timing.final.setup_violations = 0
INFO  metric initial_utilization = 9.85%
## kinds of logic after synthesis
group | Yosys count | synth area share [%]
flops | 9 | 80.3
buf+inv | 8 | 17.8
simple gates | 1 | 1.86
## path summary, 6_finish.rpt
kind                              from     end  slack, ps
worst max-delay path            tmp[4]   PO[3]         70
worst min-delay path            tmp[0]  tmp[1]        420
worst max register to register  tmp[2]  tmp[3]        430
worst min register to register  tmp[0]  tmp[1]        420
## power groups by stage
stage     registers, mW  logic [mW]  clock network [mW]
6_report          0.404      0.0790               0.227
4_1_cts           0.403      0.0756               0.239
5_1_grt           0.409      0.0877               0.257
## layout by cell type (no fill, tap or decap)
cell type,count
sky130_fd_sc_hd__buf_12,1
sky130_fd_sc_hd__clkbuf_1,1
sky130_fd_sc_hd__edfxtp_1,9
sky130_fd_sc_hd__clkbuf_4,3
sky130_fd_sc_hd__nand2b_1,1
sky130_fd_sc_hd__clkdlybuf4s50_1,3
sky130_fd_sc_hd__dlygate4sd2_1,6
sky130_fd_sc_hd__buf_4,4
sky130_fd_sc_hd__clkdlybuf4s15_1,2
## layer usage
layer / up-vias / global-route usage [%] / routed length, microns
met5: - / 0 / 0
met2: 14 / 1.85 / 159
met3: 0 / 2.95 / 163
li1: 78 / - / -
met1: 73 / 1.66 / 224
met4: 0 / 0.352 / 0
## area by class of cell
class	instances	area, sq um	share of cell area (%)
Clock buffer	4	26.3	5.12
Multi-Input combinational cell	1	6.26	1.22
Sequential cell	9	270	52.7
Tap cell	46	57.6	11.2
Timing Repair Buffer	16	153	29.8
## through the flow
stage	std cells	cell area (sq um)	total power, mW	utilization [%]	TNS, ps
4_1_cts	75	503	0.718	14.7	0
6_report	76	513	0.709	15.0	0
2_1_floorplan	18	337	0.446	-	0
3_5_place_dp	68	464	0.491	13.6	-531
5_1_grt	76	513	0.754	15.0	0
3_3_place_gp	68	464	0.490	13.6	-462
## repair_timing
item	in CTS	in global routing
buffers inserted	3	1
gates resized	8	2
setup endpoints to repair	8	2
cloned	0	0
Power and IR drop assume default switching activity.
